$ cat ./constraint.sdc
current_design ALU

set clk_period 27.3
set clk_io_pct 0.2

create_clock -name clk0 -period $clk_period

set non_clock_inputs [all_inputs -no_clocks]
set_input_delay [expr $clk_period * $clk_io_pct] -clock clk0 $non_clock_inputs
set_output_delay [expr $clk_period * $clk_io_pct] -clock clk0 [all_outputs]
$ cat ./run.sh
#!/bin/bash
# OpenROAD 26Q1-2900-gdf79404cd8, Yosys 0.63+post, stock flow scripts
make -C /OpenROAD-flow-scripts/flow DESIGN_CONFIG=/design/flow/config.mk WORK_HOME=/design/flow/orfs finish
$ cat ./config.mk
export PLATFORM = sky130hd
export DESIGN_NAME = ALU
export DESIGN_NICKNAME = ALU
export VERILOG_FILES = /design/flow/design.v
export SDC_FILE = /design/flow/constraint.sdc
export NUM_CORES = 4
export LEC_CHECK = 1
export CORE_UTILIZATION = 50
$ cat ./design.v
`timescale 1ns / 1ps
module ALU(
    input [3:0] ALUop,
    input [31:0] A,
    input [31:0] B,
    output [31:0] C
    );
    assign C = (ALUop == 0) ? (A + B) :
               (ALUop == 1) ? (A - B) :
               (ALUop == 2) ? (A & B) :
               (ALUop == 3) ? (A | B) :
               (ALUop == 4) ? ~(A | B) :
               (ALUop == 5) ? (A ^ B) :
               (ALUop == 6) ? (B << A[4:0]) :
               (ALUop == 7) ? (B >> A[4:0]) :
               (ALUop == 8) ? $signed($signed(B) >>> A[4:0]) :
               (ALUop == 9) ? (A == B) :
               (ALUop == 10) ? (A != B) :
               (ALUop == 11) ? ($signed(A) < $signed(B)) :
               (ALUop == 12) ? (A < B) :
               (ALUop == 13) ? ($signed(A) <= $signed(B)) :
               (ALUop == 14) ? ($signed(A) > $signed(B)) :
               (ALUop == 15) ? ($signed(A) >= $signed(0)) :
               (A + B);
endmodule
==> out/results.tsv <==
metric	value	unit
status	finished, final reports clean	
slowest_delay	1.05	ns
vdd_drop_max	0.0168	mV
final-seq-area	0	µm²
final_util	55.6	%
p_seq_share	0	%
syn_to_final_growth	9.17	%
drt-wirelength-per-cell	29.6	µm
syn_area	0.0107	mm²
diodes	0	
rows	53	
hold_end	C[29]	
ys_warn_count	0	
largest_area_cell	mux4_2	
swShare	60.7	%
critical_path.max_fanout	44	
dieArea	0.0219	mm²
antenna_found_initial	0	
finalSetupViolations	0	
startpoint_type	input pin	
post-route-min-period	16.21	ns
grt_pass1_vias	12300	
crit_family	AND-OR/OR-AND gates	
hold_depth	5	
cts_setup_buffers	0	
postSynthSeqShare	0	%
drt-initial-drc-count	1901	
firstDrtPassIters	6	
num_vias	13700	
end_kind	output port	
syn_inst	1547	
hold_path_class	in -> out	
max-cap-violations	0	
yosysUniqueCellTypes	100	
worstPathArrival	10.75	ns
powerDensity	23.7	mW/mm²
final.period_utilization	59.4	%
core	0.0210	mm²
rsz0062_at_grt	false	
synth.avg_cell_area	6.90	µm²
p_leak	4.53	nW
cts-resized-gates	0	
dp_hpwl	40.9	mm
design_area	0.0117	mm²
netSwitchingPower	0.168	mW
gp_congestion	1.11	
finalPower	0.276	mW
path_cells	clkdlybuf4s50_1 -> buf_4 -> inv_2 -> ha_1 -> a211oi_1 -> o21ai_1 -> a21boi_0 -> a21boi_0 -> xor2_1 -> a2111oi_0 -> nor3_1 -> o22ai_1 -> o22ai_1 -> clkdlybuf4s50_1	
seq_cells	0	
max_clock_freq	61.7	MHz
globalRouteOverflowTotal	0	
route.detailed.drc	0	
max_slew_margin	23.0	%
slew_viol_final	0	
slowest_stage	a2111oi_0	
layout-drive-gt1-share	10.4	%
p_clk_share	0	%
ant_nets	0	
worst-path-buf-inv	4	
yosysChipArea	0.0107	mm²
hold_violations	0	
io_pins	100	
port_buffers	100	
grt_usage	49.6	%
required	21.84	ns
top_area_share	11.6	%
worstMarginPinSlew	1.13	ns
tool_warnings	97	
grt_pass1_wl	78.9	mm
drt_wl_total	54.1	mm
min_from	ALUop[0]	
yosys-top-cells-area	mux4_2 (12%), ha_1 (11%), a21oi_1 (6.6%)	
fp.dieW	148	µm
setup.worst_path.start	A[2]	
combPwrFrac	100.0	%
ys_cells	1547	
fp_util	51.0	%
grt_max_degree	54	
die_y	148	µm
critPathKind	in -> out	
holdBufCountCts	0	
clock_buffers	0	
p_int	0.109	mW
placed_area	0.0117	mm²
vias_per_cell	7.47	
tns	0	ns
-- tightest hold or removal path, cell delays in order --
cell and delay [ns]:
buf_2 0.35, o22a_1 0.21, o32a_1 0.17, o211ai_1 0.10
clkdlybuf4s50_1 0.40
-- area by class of cell --
| type | count | area (µm²) |
|---|---|---|
| timing repair buffer | 134 | 1240 |
| fill | 2081 | 9300 |
| tap | 275 | 344 |
| inverter | 105 | 394 |
| multi-input combinational | 1314 | 9680 |
-- layout by cell type, fill, tap and decap left out, types with 7 or more instances in the layout --
cell type | Yosys | layout
o22ai_1 | 39 | 39
o221a_2 | 7 | 7
nand3_1 | 28 | 28
o21ai_0 | 116 | 116
a22oi_1 | 16 | 16
a2bb2oi_1 | 7 | 7
xnor2_1 | 13 | 13
a221oi_1 | 15 | 15
o31ai_1 | 13 | 13
o21bai_1 | 14 | 14
o21ai_1 | 14 | 14
mux4_2 | 55 | 55
a31oi_1 | 23 | 23
buf_4 | 9 | 35
a221o_1 | 8 | 8
nor3_1 | 41 | 39
a21o_1 | 10 | 10
a21oi_1 | 140 | 140
mux2_2 | 22 | 22
xor2_1 | 8 | 8
nor2b_1 | 18 | 18
a211oi_1 | 31 | 31
o22a_1 | 9 | 9
nor2_1 | 177 | 177
o221ai_1 | 18 | 18
inv_1 | 101 | 101
o2111ai_1 | 9 | 9
nor4_1 | 7 | 7
or3_1 | 9 | 9
a211o_1 | 8 | 8
ha_1 | 96 | 96
nand2_1 | 128 | 128
mux2i_1 | 31 | 31
nand4_1 | 11 | 11
o21a_1 | 10 | 10
o211ai_1 | 26 | 26
clkdlybuf4s50_1 | 0 | 96
nand2b_1 | 14 | 14
-- stage by stage --
stage	hold slack, ns	cells	setup WS [ns]
floorplan	11.20	1547	13.30
global placement	12.08	1828	11.33
detailed placement	12.09	1828	11.31
CTS	12.10	1828	11.29
global route	12.17	1828	10.92
finish	12.14	1828	11.09
-- layer usage --
metal | GRT usage [%] | share of wire, % | vias up
li1 | - | - | 5944
met1 | 66.2 | 37 | 6333
met2 | 72.6 | 42 | 1129
met3 | 13.4 | 14 | 250
met4 | 28.1 | 7.7 | 2
met5 | 2.73 | 0.13 | -
-- power by group through the flow --
stage	combinational, mW	clock, mW	sequential (mW)
after CTS	0.265	0	0
after global routing	0.291	0	0
final	0.276	0	0
-- worst max path at each step --
stage                    to  slack, ns  cells past startpoint
final                 C[10]      11.09                     14
after global routing  C[10]      10.92                     14
after CTS             C[10]      11.29                     14
-- cell usage after synthesis, types with 8 or more instances --
| cell type | number |
|---|---|
| mux2i_1 | 31 |
| o2111ai_1 | 9 |
| nand3_1 | 28 |
| o22a_1 | 9 |
| o21a_1 | 10 |
| ha_1 | 96 |
| a221oi_1 | 15 |
| a221o_1 | 8 |
| or3_1 | 9 |
| o221ai_1 | 18 |
| inv_1 | 101 |
| xor2_1 | 8 |
| o21ai_1 | 14 |
| a211oi_1 | 31 |
| a21oi_1 | 140 |
| clkbuf_1 | 64 |
| o211ai_1 | 26 |
| a21o_1 | 10 |
| o22ai_1 | 39 |
| nor2b_1 | 18 |
| nand2b_1 | 14 |
| xnor2_1 | 13 |
| o31ai_1 | 13 |
| nand2_1 | 128 |
| nor3_1 | 41 |
| buf_2 | 33 |
| mux4_2 | 55 |
| buf_4 | 9 |
| o21bai_1 | 14 |
| o21ai_0 | 116 |
| nor2_1 | 177 |
| buf_1 | 15 |
| a22oi_1 | 16 |
| nand4_1 | 11 |
| a31oi_1 | 23 |
| a211o_1 | 8 |
| mux2_2 | 22 |
-- cells by family after synthesis --
group	after synthesis	synth area share, %
compound gates	613	39.1
xor+xnor	21	1.72
fa+ha+maj	98	11.6
buf+inv	233	9.63
mux	112	17.7
simple gates	470	20.3
Power is estimated from default activity; no workload was simulated.
