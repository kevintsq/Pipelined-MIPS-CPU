## ./config.mk

```make
export PLATFORM = sky130hd
export DESIGN_NAME = cpu_checker
export DESIGN_NICKNAME = cpu_checker
export VERILOG_FILES = /design/flow/design.v
export SDC_FILE = /design/flow/constraint.sdc
export NUM_CORES = 4
export LEC_CHECK = 1
export CORE_UTILIZATION = 30
```

## ./constraint.sdc

```tcl
current_design cpu_checker

set clk_period 5.6
set clk_io_pct 0.2

create_clock -name clk0 -period $clk_period [get_ports {clk}]

set non_clock_inputs [all_inputs -no_clocks]
set_input_delay [expr $clk_period * $clk_io_pct] -clock clk0 $non_clock_inputs
set_output_delay [expr $clk_period * $clk_io_pct] -clock clk0 [all_outputs]
```

## ./design.v

```verilog
`timescale 1ns / 1ps
module cpu_checker(
        input clk,
        input reset,
        input [7:0] char,
        output [1:0] format_type,
        output reg [3:0] state = 0
    );
    integer time_cnt = 0, pc_cnt = 0, reg_cnt = 0, addr_cnt = 0, data_cnt = 0, type = 0;
    always @(posedge clk) begin
        if (reset) begin
            state <= 0;
            time_cnt=0;pc_cnt=0;reg_cnt=0;addr_cnt=0;data_cnt=0;type=0;
        end
        else case (state)
            0: 
                if (char == "^") begin
                    state <= 1;
                    time_cnt=0;pc_cnt=0;reg_cnt=0;addr_cnt=0;data_cnt=0;type=0;
                end
                else begin
                    state <= 0;
                end
            1:
                if (char == "^") begin
                    state <= 1;
                    time_cnt=0;pc_cnt=0;reg_cnt=0;addr_cnt=0;data_cnt=0;type=0;
                end
                else if ("0" <= char && char <= "9" && time_cnt < 4) begin
                    state <= 1;
                    time_cnt = time_cnt + 1;
                end
                else if (char == "@" && 0 < time_cnt && time_cnt <= 4) begin
                    state <= 2;
                end
                else begin
                    state <= 0;
                end
            2:
                if (char == "^") begin
                    state <= 1;
                    time_cnt=0;pc_cnt=0;reg_cnt=0;addr_cnt=0;data_cnt=0;type=0;
                end
                else if (("0" <= char && char <= "9" || "a" <= char && char <= "f") && pc_cnt < 8) begin
                    state <= 2;
                    pc_cnt = pc_cnt + 1;
                end
                else if (char == ":" && pc_cnt == 8) begin
                    state <= 3;
                end
                else begin
                    state <= 0;
                end
            3:
                if (char == "^") begin
                    state <= 1;
                    time_cnt=0;pc_cnt=0;reg_cnt=0;addr_cnt=0;data_cnt=0;type=0;
                end
                else if (char == " ") begin
                    state <= 3;
                end
                else if (char == "$") begin
                    state <= 4;
                    type = 1;
                end
                else if (char == "\052") begin  
                    state <= 5;
                    type = 2;
                end
                else begin
                    state <= 0;
                end
            4:
                if (char == "^") begin
                    state <= 1;
                    time_cnt=0;pc_cnt=0;reg_cnt=0;addr_cnt=0;data_cnt=0;type=0;
                end
                else if ("0" <= char && char <= "9" && reg_cnt < 4) begin
                    state <= 4;
                    reg_cnt = reg_cnt + 1;
                end
                else if (char == " " && 0 < reg_cnt && reg_cnt <= 4) begin
                    state <= 6;
                end
                else if (char == "<" && 0 < reg_cnt && reg_cnt <= 4) begin
                    state <= 7;
                end
                else begin
                    state <= 0;
                end
            6:
                if (char == "^") begin
                    state <= 1;
                    time_cnt=0;pc_cnt=0;reg_cnt=0;addr_cnt=0;data_cnt=0;type=0;
                end
                else if (char == " ") begin
                    state <= 6;
                end
                else if (char == "<") begin
                    state <= 7;
                end
                else begin
                    state <= 0;
                end
            7:
                if (char == "^") begin
                    state <= 1;
                    time_cnt=0;pc_cnt=0;reg_cnt=0;addr_cnt=0;data_cnt=0;type=0;
                end
                else if (char == "=") begin
                    state <= 8;
                end
                else begin
                    state <= 0;
                end
            8:
                if (char == "^") begin
                    state <= 1;
                    time_cnt=0;pc_cnt=0;reg_cnt=0;addr_cnt=0;data_cnt=0;type=0;
                end
                else if (char == " ") begin
                    state <= 8;
                end
                else if ("0" <= char && char <= "9" || "a" <= char && char <= "f") begin
                    state <= 9;
                    data_cnt = data_cnt + 1;
                end
                else begin
                    state <= 0;
                end
            9:
                if (char == "^") begin
                    state <= 1;
                    time_cnt=0;pc_cnt=0;reg_cnt=0;addr_cnt=0;data_cnt=0;type=0;
                end
                else if (("0" <= char && char <= "9" || "a" <= char && char <= "f") && data_cnt < 8) begin
                    state <= 9;
                    data_cnt = data_cnt + 1;
                end
                else if (char == "#" && data_cnt == 8) begin
                    state <= 10;
                end
                else begin
                    state <= 0;
                end
            5:
                if (char == "^") begin
                    state <= 1;
                    time_cnt=0;pc_cnt=0;reg_cnt=0;addr_cnt=0;data_cnt=0;type=0;
                end
                else if (("0" <= char && char <= "9" || "a" <= char && char <= "f") && addr_cnt < 8) begin
                    state <= 5;
                    addr_cnt = addr_cnt + 1;
                end
                else if (char == " " && addr_cnt == 8) begin
                    state <= 6;
                end
                else if (char == "<" && addr_cnt == 8) begin
                    state <= 7;
                end
                else begin
                    state <= 0;
                end
            10:
                if (char == "^") begin
                    state <= 1;
                    time_cnt=0;pc_cnt=0;reg_cnt=0;addr_cnt=0;data_cnt=0;type=0;
                end
                else begin
                    state <= 0;
                end
            default: state <= 0;
        endcase
    end
    assign format_type = (state == 10) ? type : 0;
endmodule
```

## ./run.sh

```bash
#!/bin/bash
# OpenROAD 26Q1-2900-gdf79404cd8, Yosys 0.63+post, stock flow scripts
make -C /OpenROAD-flow-scripts/flow DESIGN_CONFIG=/design/flow/config.mk WORK_HOME=/design/flow/orfs finish
```

==> metrics.yaml <==
outcome:
  status: "finished clean"
final_timing:
  max_slew_margin: 0.405
  fmax_mhz: 248
  period_needed_ns: 4.03
  clock_skew_ns: 0.0124
  finalCritPeriodShare: 0.719
  setup_viol: 0
  hold_viol_final: 0
  maxSlewViolCount: 0
  tns_ns: 0
  rsz0062_at_grt: "false"
  tightest_slew_ns: 0.884
  setup_ws_ns: 1.57
floorplanning:
  rows: 64
  core_area_um2: 30800
  fp_util: 0.307
  die_w_um: 180
  io_pins: 16
  die_area_um2: 32200
  fp.dieH_um: 180
place:
  dp_hpwl_um: 16100
  gp_congestion: 0.891
  dp_cells: 1576
  pre_cts_ws_ns: 1.35
  dpl-instance-area_um2: 9970
  port_buffers: 15
clock_tree:
  cts_root_buf: "clkbuf_16"
  cts.sinks: 166
  clkLatencyLatePin_ns: 0.43
  cts_made_buffers: 17
  post_cts_hold_buffer_count: 0
  h-tree-depth: 4
  cts.clk_slew.worst_paths_ns: 0.07
  cts_tree: "done"
  cts.repair.resized: 0
  cts_buffer_depth: 2
  post-cts-setup-buffers: 0
yosys:
  ys_ff: 166
  async_reset_ff_frac: 0
  syn_inst: 1219
  netlist_area_um2: 9460
  postSynthSeqShare: 0.351
  yosysWarnings: 1
  synth_chip_area_um2: 9460
  syn_avg_cell_area_um2: 7.76
  edf_count: 0
  synth-main-ff-cell: "dfxtp_1"
  yosysUniqueCellTypes: 80
  ys_cells: 1219
route:
  antenna-diode-count: 0
  viasPerCell: 5.66
  drt_iter0_markers: 732
  route.vias.total: 9090
  wire_per_inst_um: 15.0
  first_pass_iters: 7
  drc: 0
  ant_nets: 0
  wl_um: 24200
setup_path:
  reg2regPathDepth: 6
  r2r-start: "state[0]$_SDFF_PP0_"
  r2r_slack_ns: 2.60
  start_kind: "input port"
  cp.arrival_ns: 4.36
  cp_max_fo: 46
  r2r-end: "time_cnt[7]$_SDFFE_PP0P_"
  cp.required_ns: 5.93
  endpoint_kind: "flip-flop"
  path_class: "in -> reg"
grt:
  overflow: 0
  grt_pass1_vias: 8153
  antenna_found_initial: 1
  grt_pass1_wl_um: 40700
  grt_start_max_net_pins: 62
  grt_usage: 0.151
hold_path:
  worstHoldStart: "pc_cnt[22]$_SDFFE_PP0P_"
  holdPathEnd: "pc_cnt[22]$_SDFFE_PP0P_"
  hp-class: "reg -> reg"
  hold_depth: 2
final_layout:
  fillers: 3098
  area_growth_pct: 11.7
  drive_above_1_share: 0.0661
  finalNonFillerCells: 1607
  final_area_um2: 10600
power_and_ir_drop:
  powerDensity_nw_per_um2: 232
  max-vdd-ir-drop_uv: 178
  power_leakage_nw: 3.17
flow_run:
  cap_violations: 0
  warning_count: 30
## per-stage QoR
step	hold slack [ns]	power [mW]	util
after CTS	0.485	2.48	0.343
after floorplan	0.440	1.24	-
final	0.486	2.45	0.343
after global placement	0.457	1.27	0.323
after detailed placement	0.476	1.27	0.323
after global routing	0.511	2.53	0.343
## how the worst max path moves through the flow
| stage | slack (ns) | to | depth (start not counted) | start |
|---|---|---|---|---|
| final | 1.57 | data_cnt[9]$_SDFFE_PP0P_ | 8 | char[5] |
| after global routing | 1.49 | data_cnt[9]$_SDFFE_PP0P_ | 8 | char[5] |
| after CTS | 1.72 | data_cnt[9]$_SDFFE_PP0P_ | 8 | char[5] |
## state kept, by name (all words and copies together), names as in the netlist
name and count:
reg_cnt 32, data_cnt 32, pc_cnt 32, type 2, time_cnt 32, addr_cnt 32
state 4
## logic make-up after synthesis
group                    Yosys count  share of synthesized area
AND/OR/NAND/NOR                  585                      0.351
AND-OR/OR-AND                    329                      0.216
flip-flops                       166                      0.351
buffers and inverters            103                     0.0425
multiplexers                      14                     0.0148
XOR/XNOR                          12                     0.0111
adder cells (fa/ha/maj)           10                     0.0132
## per-layer routing
metal,global-route usage,wire length (um),vias to the layer above
met3,0.0270,1230,22
met1,0.231,12200,4236
met2,0.229,10400,182
met5,0,13,-
met4,0.0283,388,2
li1,-,-,4648
## power breakdown
part,internal [mW],switching (mW)
clock network,0.713,0.490
registers,1.18,0.000133
logic,0.0183,0.0440
total,1.91,0.535
## cell usage after synthesis, drive strengths merged, types with 5 or more instances
master  count  area [um^2]
nand3      63          315
ha         10          125
nor3       32          165
nand2     123          462
and4       14          123
inv        33          124
mux2i      14          140
and2       11         68.8
o21ai      75          375
nand4      36          225
or3        55          344
nor2b       6         37.5
nor4       45          288
xnor2       5         43.8
or4        55          413
and3       29          181
a21oi     122          614
o211ai     10         75.1
buf        15         71.3
a211oi      5         37.5
a31oi      10         62.6
a311oi      6         52.6
nor2       58          225
o21a        6         45.0
nand2b      8         50.1
nor4b       5         50.0
clkbuf     54          203
or2        16          100
dfxtp     166         3320
nor3b      10         80.1
o31ai      47          353
xor2        7         61.3
## final cells by class
type	instances	area, um^2	share of cell area
Multi-Input combinational cell	950	5750	0.544
Sequential cell	166	3320	0.315
Tap cell	396	495	0.0469
Clock buffer	20	447	0.0423
Timing Repair Buffer	30	275	0.0261
Clock inverter	11	149	0.0141
Inverter	34	128	0.0121
## critical path: stages
cell and delay (ns):
clkdlybuf4s50_1 0.52, nor4bb_1 0.71, o2111ai_1 0.35, a211oi_1 0.49, o22ai_2 0.12, buf_4 0.28, or4_1 0.57, a21oi_1 0.19
## placed cells by master (no fill, tap or decap), types with 4 or more instances in the layout
cell               n
or4_1             55
nor3b_1            9
or3b_2             4
and2_1            11
or2_2             16
nand4_1           36
xnor2_1            5
clkdlybuf4s50_1   15
nor4_1            44
a211oi_1           5
o21a_1             6
o21ai_0           72
mux2i_1           14
a21boi_0           4
clkbuf_16         17
o211ai_1          10
or3_1             55
ha_1              10
inv_1             33
xor2_1             7
nor4b_1            4
a21oi_1          121
nor2b_1            6
buf_4             14
o2bb2ai_1          4
a31oi_1           10
and4_1            14
nor3_1            31
nand2b_1           8
dfxtp_1          166
o31ai_1           47
nand2_1          122
a311oi_1           6
nand3_1           63
nor2_1            56
and3_1            29
o311ai_0           4
Power and IR drop assume default switching activity.
