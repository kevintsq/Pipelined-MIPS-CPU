--- /design/flow/design.v ---
`timescale 1ns / 1ps
module gray(
        input Clk,
        input Reset,
        input En,
        output [2:0] Output,
        output Overflow
    );
    integer cnt = 0, overflow = 0;
    always @(posedge Clk) begin
        if (Reset) begin
            cnt = 0;
            overflow = 0;
        end
        else if (En) begin
            cnt = cnt + 1;
            if (cnt > 7) begin
                cnt = 0;
                overflow = 1;
            end 
        end
    end
    assign Overflow = overflow;
    assign Output = (cnt == 0) ? 3'b000 :
                    (cnt == 1) ? 3'b001 :
                    (cnt == 2) ? 3'b011 :
                    (cnt == 3) ? 3'b010 :
                    (cnt == 4) ? 3'b110 :
                    (cnt == 5) ? 3'b111 :
                    (cnt == 6) ? 3'b101 :
                    (cnt == 7) ? 3'b100 : 0;
endmodule
--- /design/flow/run.sh ---
#!/bin/bash
# OpenROAD 26Q1-2900-gdf79404cd8, Yosys 0.63+post, stock flow scripts
make -C /OpenROAD-flow-scripts/flow DESIGN_CONFIG=/design/flow/config.mk WORK_HOME=/design/flow/orfs finish
--- /design/flow/config.mk ---
export PLATFORM = sky130hd
export DESIGN_NAME = gray
export DESIGN_NICKNAME = gray
export VERILOG_FILES = /design/flow/design.v
export SDC_FILE = /design/flow/constraint.sdc
export NUM_CORES = 4
export LEC_CHECK = 1
export CORE_UTILIZATION = 30
--- /design/flow/constraint.sdc ---
current_design gray

set clk_period 14.3
set clk_io_pct 0.2

create_clock -name clk0 -period $clk_period [get_ports {Clk}]

set non_clock_inputs [all_inputs -no_clocks]
set_input_delay [expr $clk_period * $clk_io_pct] -clock clk0 $non_clock_inputs
set_output_delay [expr $clk_period * $clk_io_pct] -clock clk0 [all_outputs]
==> impl_metrics.env <==
# yosys + openroad results
export IMPL_globalplace_congestion=0.868
export IMPL_grt_max_degree=35
export IMPL_grt_first_pass_wirelength_mm=8.63
export IMPL_run_status="completed"
export IMPL_power_per_cell_area_nw_per_um2=72.4
export IMPL_initCoreUtil_pct=30.9
export IMPL_grt_antenna_before_repair=0
export IMPL_startpoint_type="flip-flop"
export IMPL_post_synth_instance_area_um2=2380
export IMPL_register_clock_pin_slew_on_the_reported_worst_setup_and_hold_paths_ns=0.07
export IMPL_clock_skew_ns=0.0106
export IMPL_syn_area_cell_um2=8.31
export IMPL_cts_root_buffer="sky130_fd_sc_hd__clkbuf_8"
export IMPL_ys_ff=33
export IMPL_type_of_element_capturing_the_critical_path="output pin"
export IMPL_r2r_worst_path_cells=8
export IMPL_route_antenna_diode_count=0
export IMPL_rows=32
export IMPL_leakagePower_nw=0.809
export IMPL_cp_required_ns=11.44
export IMPL_ctsHtreeMaxLevel=2
export IMPL_worstMarginPinSlew_ns=0.774
export IMPL_clockBufferDepth=2
export IMPL_avgViaCountPerCell=5.43
export IMPL_yosys_stat_cells=286
export IMPL_global_route_overflow_total=0
export IMPL_async_flop_share_pct=0
export IMPL_power_total_mw=0.184
export IMPL_setup_total_negative_slack_ns=0
export IMPL_fp_dieW_um=91.0
export IMPL_gr_usage_all_layers_pct=12.8
export IMPL_number_of_fill_cells=808
export IMPL_timing_limited_maximum_frequency_mhz=189
export IMPL_synth_cells=286
export IMPL_cp_arrival_ns=2.43
export IMPL_ys_chip_area_um2=2380
export IMPL_floorplan_core_area_um2=7690
export IMPL_first_global_vias=1729
export IMPL_use_met1_pct=18.4
export IMPL_period_minus_ws_final_ns=5.29
export IMPL_synth_seq_share_pct=27.8
export IMPL_drt_pass1_iterations=4
export IMPL_worst_ir_drop_vdd_mv=0.0284
export IMPL_edff_count_synth=0
export IMPL_area_growth_synth_to_final_pct=7.16
export IMPL_via_count=2054
export IMPL_postRouteAntennaNets=0
export IMPL_global_route_track_usage_on_met2_pct=21.4
export IMPL_postSynth_topFlopCell="sky130_fd_sc_hd__dfxtp_1"
export IMPL_total_half_perimeter_wirelength_after_legalization_and_detailed_placement_mm=3.58
export IMPL_max_slew_margin_rel_pct=48.3
export IMPL_cts_tree="built"
export IMPL_per_cell_routed_wire_length_um=13.7
export IMPL_clock_sinks=33
export IMPL_postRouteWirelength_mm=5.18
export IMPL_global_route_usage_met3_pct=1.96
export IMPL_inserted_clock_buffers=5
export IMPL_min_path_cells=1
export IMPL_clock_latency_late_pin_ns=0.29
export IMPL_post_route_cells_drive_above_1_share_pct=16.7
export IMPL_num_io_pins=7
export IMPL_min_delay_path_class="flip-flop to flip-flop"
export IMPL_grt_setup_unrepaired="no"
export IMPL_cts_hold_repair_buffers=0
export IMPL_warning_count=28
export IMPL_die_height_um=91.0
export IMPL_report_final_hold_viol_count=0
export IMPL_critical_path_max_fanout=8
export IMPL_timing_critical_path_from="cnt[18]$_SDFFE_PP0P_"
export IMPL_r2r_start="cnt[8]$_SDFFE_PP0P_"
export IMPL_final_number_of_setup_violating_endpoints=0
export IMPL_cts_repair_resized=0
export IMPL_port_buffers=6
export IMPL_min_from="overflow[0]$_SDFFE_PP0P_"
export IMPL_ys_warnings_count=1
export IMPL_detail_route_drc_violations=0
export IMPL_finalCritPeriodShare_pct=37.0
export IMPL_timing_worst_setup_path_type="flip-flop to output pin"
export IMPL_yosys_cell_types_count=48
export IMPL_drv_max_cap_violation_count=0
export IMPL_area_of_the_die_um2=8280
export IMPL_drt_iter0_markers=204
export IMPL_grt_busiest_layer="met2"
export IMPL_timing_max_transition_violations_final=0
export IMPL_postCtsSetupBuffers=0
## final timing paths
path | end | slack, ns
setup / recovery | Output[0] | 9.01
hold / removal | overflow[0]$_SDFFE_PP0P_ | 0.47
setup reg to reg | overflow[0]$_SDFFE_PP0P_ | 10.71
hold reg to reg | overflow[0]$_SDFFE_PP0P_ | 0.47
## stage by stage
step                      worst slack [ns]  area (µm²)  utilization [%]  std cells  hold WS (ns)
final                                 9.01        2550             33.1        378         0.475
after global routing                  8.73        2550             33.1        378         0.520
after CTS                             9.01        2550             33.1        378         0.482
after detailed placement              8.94        2440             31.8        370         0.465
after global placement                9.01        2440             31.8        370         0.459
after floorplan                      10.00        2380                -        286         0.427
## power by group
group | total, mW | switching (mW) | internal, mW
combinational | 0.0113 | 0.00671 | 0.00458
sequential | 0.0943 | 0.00147 | 0.0928
clock | 0.0788 | 0.0353 | 0.0435
total | 0.184 | 0.0435 | 0.141
## layout by cell type, fill, tap and decap left out, types with 6 or more instances in the layout
cell,n
sky130_fd_sc_hd__or4_1,6
sky130_fd_sc_hd__nor3_2,30
sky130_fd_sc_hd__xor2_1,18
sky130_fd_sc_hd__or3_1,6
sky130_fd_sc_hd__xnor2_1,18
sky130_fd_sc_hd__and4_1,6
sky130_fd_sc_hd__nor3_1,13
sky130_fd_sc_hd__clkbuf_8,7
sky130_fd_sc_hd__nand3_1,10
sky130_fd_sc_hd__dfxtp_1,33
sky130_fd_sc_hd__nand4_1,19
sky130_fd_sc_hd__inv_1,8
sky130_fd_sc_hd__nor2_1,20
sky130_fd_sc_hd__nor4_1,9
sky130_fd_sc_hd__nand2_1,19
## critical path, stage by stage, from the launching register on
cell and delay (ns):
sky130_fd_sc_hd__dfxtp_1 0.39, sky130_fd_sc_hd__or4_1 0.55, sky130_fd_sc_hd__nor4_1 0.47, sky130_fd_sc_hd__nor3b_1 0.25, sky130_fd_sc_hd__clkdlybuf4s50_1 0.49
## flip-flops by register name, indices dropped and copies added, names as in the netlist
name      count
cnt          32
overflow      1
## cell usage after synthesis (all sizes together), types with 2 or more instances
library cell / instances / share of area (%)
o21ai: 4 / 0.84
a211o: 2 / 0.74
nor3: 43 / 15
nor2: 20 / 3.2
a2111oi: 3 / 1.4
o21a: 3 / 0.95
xnor2: 18 / 6.6
nor4: 9 / 2.4
and2: 2 / 0.53
buf: 11 / 3.1
a21oi: 2 / 0.42
dfxtp: 33 / 28
or3: 6 / 1.6
nand4: 19 / 5.0
a211oi: 3 / 1.2
and4: 6 / 2.2
or4: 7 / 2.4
inv: 8 / 1.3
clkbuf: 15 / 2.4
nand3: 11 / 2.5
xor2: 18 / 6.6
ha: 4 / 2.1
and3: 4 / 1.1
nand2: 19 / 3.0
## layout make-up
| cell class | instances | area [µm²] | area share [%] |
|---|---|---|---|
| multi-input combinational | 219 | 1560 | 61.1 |
| sequential | 33 | 661 | 25.9 |
| tap | 102 | 128 | 5.01 |
| clock buffer | 7 | 96.3 | 3.78 |
| timing repair buffer | 8 | 70.1 | 2.75 |
| inverter | 8 | 30.0 | 1.18 |
| clock inverter | 1 | 5.00 | 0.197 |
## per-layer routing
metal,up-vias,part of all wire (%)
met2,58,48
met5,-,0
li1,1023,-
met1,965,45
met3,8,4.5
met4,0,1.7
## cells by family after synthesis
group / after synthesis / share of synthesized area (%)
mux: 1 / 0.421
compound gates: 28 / 9.27
fa+ha+maj: 4 / 2.11
simple gates: 150 / 40.4
flops: 33 / 27.8
xor+xnor: 36 / 13.3
buf+inv: 34 / 6.69
Power figures rest on the tool's default switching activity, not on a simulated workload.
